==> ./design.v <==
module wb_register( input     clk,
                    input     reset,
                    input  wire [31:0] new_register_data_in,
                    input  wire        is_write_in,
                    input  wire [3:0]  register_d_in,
                    output  reg [31:0] new_register_data_out,
                    output  reg        is_write_out,
                    output  reg [3:0]  register_d_out);
    always @(posedge clk or posedge reset) begin
        if (reset) begin
            new_register_data_out          <= 32'b0;
            is_write_out                <= 1'b0;
            register_d_out            <= 3'b0;
        end else begin
            new_register_data_out   <= new_register_data_in;
            is_write_out            <= is_write_in;
            register_d_out          <= register_d_in;
        end
    end
endmodule
==> ./run.sh <==
#!/bin/bash
# OpenROAD 26Q1-2900-gdf79404cd8, Yosys 0.63+post, stock flow scripts
make -C /OpenROAD-flow-scripts/flow DESIGN_CONFIG=/design/flow/config.mk WORK_HOME=/design/flow/orfs finish
==> ./config.mk <==
export PLATFORM = sky130hd
export DESIGN_NAME = wb_register
export DESIGN_NICKNAME = wb_register
export VERILOG_FILES = /design/flow/design.v
export SDC_FILE = /design/flow/constraint.sdc
export NUM_CORES = 4
export LEC_CHECK = 1
export CORE_AREA = 10 10 90 90
export DIE_AREA = 0 0 100 100
==> ./constraint.sdc <==
current_design wb_register

set clk_period 1.0
set clk_io_pct 0.2

create_clock -name clk0 -period $clk_period [get_ports {clk}]

set non_clock_inputs [all_inputs -no_clocks]
set_input_delay [expr $clk_period * $clk_io_pct] -clock clk0 $non_clock_inputs
set_output_delay [expr $clk_period * $clk_io_pct] -clock clk0 [all_outputs]
==> notes.md <==
run metrics: cts repair resizes=112, fin. max-slew vios=0, Util after Layout=0.271, Buffers & Inverters on Critical Path=1, setup ws final=8.76 ps, RSZ-0062 raised after global routing=true, Yosys top cell by area=dfrtp_1, Psw=576 uW, Port Buffers=75, DRC errors left=0, mapped cell area=930 um2, max_slew headroom=0.884, Chip Area, Yosys=930 um2, ant diodes=0, Startpoint Class=flip-flop, core area=6280 um2, combinational gate area=0 um2, Placed Area=1810 um2, number of logic gates=0, Max-Cap Viols=0, Mapped Cells=38, first-pass GRT wire length=4420 um, CP max stage delay=390 ps, 1st-pass router iterations=2, CP required=800 ps, Setup violations, final=0, LEAKAGE=0.779 nW, clock power share=0.348, Place WS=-10.9 ps, syn avg cell area=24.5 um2, Initial Util=0.148, Int Power=2.25 mW, actual slew at the worst max-slew pin=174 ps, share of cells above drive strength 1=0.366, count of different cell masters after synthesis=2, Num CTS Buffers=5, global-route usage over all layers=0.0585, WL/cell=15.0 um, CTS H-tree lvls=2, global route overflow=0, Routed Wire Length=3000 um, top cells by count=dfrtp_1 (37), inv_1 (1), crit path time final=991 ps, Setup crit end kind=output pin, Comb power frac=0.091, die area=10000 um2, initial antenna violation count=0, boundary pin count=76, Pwr Total=2.83 mW, DIE WIDTH=100 um, RePlAce Congestion=0.740, Top FF cell, synth=dfrtp_1, Log Warnings=26, cts-stage hold buffer count=0, Worst-path clk slew=70 ps, PwrDens=1660 nW/um2, Switching Share=0.204, Final HPWL DP=2490 um, total number of clock tree sinks=37, critical path class=reg -> out, largest net degree at the start of global routing=25, Final TNS setup=0 ps, number of global-route vias before repair=716, sequential area share after synthesis=0.996, clock buffer depth=2, sequential share of power=0.561, Iter 0 DRT Violations=32, CTS tree=done, Synth top cell by count=dfrtp_1, CP max FO=1, Post-synth EDFFs=0, CP Cell Sequence=buf_2, Hold Vio Cnt, Final=0, Top-area cell share=0.996, Area Overhead vs Synth=83.2%, Die Height=100 um, post-route cell area=1700 um2, Yosys Instances=38, CP arrival=790 ps, worst min path class=in -> async, ys flops=37, status=finished clean, vias per cell=3.14, DRT antenna net count=0, yosys warns=1, asr flop ratio synth=1.00, CP max-delay cell=dfrtp_1, fill count=639, clock root buffer=clkbuf_8, final worst-path cycle share=0.991, Worst path top cell family by delay=flip-flops, Peak Freq=1010 MHz, Row Count=29, Vias=627, VDD IR-drop max=598 uV, Cell area leaders=dfrtp_1 (100%), inv_1 (0.40%), postcts setup bufs=0
## cell type report
class / instances / area (um2) / area share
sequential: 37 / 926 / 0.544
timing repair buffer: 77 / 593 / 0.348
tap: 77 / 96.3 / 0.0566
clock buffer: 8 / 80.1 / 0.0470
inverter: 1 / 7.51 / 0.00441
## cells in the final DEF, fill, tap and decap left out
master | synthesis | layout
clkdlybuf4s50_1 | 0 | 38
dfrtp_1 | 37 | 37
buf_2 | 0 | 37
clkbuf_8 | 0 | 5
clkbuf_1 | 0 | 3
clkinvlp_4 | 0 | 1
buf_12 | 0 | 1
buf_4 | 0 | 1
## metrics by stage
step                      hold WS, ps  instances
after floorplan                   160         38
after global placement            588        192
after detailed placement          605        192
after global routing              297        200
after CTS                         295        200
final                             301        200
## worst max-delay path by stage
| stage | startpoint | end | slack [ps] | depth (start not counted) |
|---|---|---|---|---|
| after CTS | new_register_data_out[12] | new_register_data_out[12] | 3 | 1 |
| after global routing | new_register_data_out[12] | new_register_data_out[12] | -30 | 1 |
| final | new_register_data_out[12] | new_register_data_out[12] | 9 | 1 |
## registers in the layout (all words and copies together) (netlist names)
signal,count
new_register_data_out,32
register_d_out,4
is_write_out,1
## power groups by stage
stage     clock network [mW]  logic [mW]  registers (mW)
4_1_cts                 1.05       0.266            1.59
6_report               0.985       0.256            1.59
5_1_grt                 1.12       0.285            1.59
## logic make-up (layout without fill, tap and decap cells)
group | Yosys count | after routing | synth area share
buf+inv | 1 | 86 | 0.00403
flops | 37 | 37 | 0.996
## metal layers
metal | vias to the layer above | track usage | routed length (um)
li1 | 281 | - | -
met1 | 294 | 0.0760 | 1280
met2 | 50 | 0.0722 | 1150
met3 | 2 | 0.0527 | 559
met4 | 0 | 0.00761 | 17
met5 | - | 0 | 0
Power and IR drop assume default switching activity.
