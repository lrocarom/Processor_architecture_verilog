==> flow/design.v <==
module alu  (input wire [ 31 : 0 ] reg_a,
             input wire [ 31 : 0 ] reg_b,
             input wire [ 3 : 0 ] alu_ctrl,
             output reg [ 31 : 0 ] result_value );
    always @(*) begin
        case (alu_ctrl)
            4'b0001 : result_value = reg_a + reg_b;  
            4'b0010 : result_value = reg_a - reg_b;  
            4'b0011 : result_value = reg_a & reg_b;  
            4'b0100 : result_value = reg_a | reg_b;  
            4'b0101 : result_value = reg_a * reg_b;  
            default: result_value = 0;
        endcase
    end
endmodule
==> flow/run.sh <==
#!/bin/bash
# OpenROAD 26Q1-2900-gdf79404cd8, Yosys 0.63+post, stock flow scripts
make -C /OpenROAD-flow-scripts/flow DESIGN_CONFIG=/design/flow/config.mk WORK_HOME=/design/flow/orfs finish
==> flow/config.mk <==
export PLATFORM = sky130hd
export DESIGN_NAME = alu
export DESIGN_NICKNAME = alu
export VERILOG_FILES = /design/flow/design.v
export SDC_FILE = /design/flow/constraint.sdc
export NUM_CORES = 4
export LEC_CHECK = 1
export CORE_UTILIZATION = 30
==> flow/constraint.sdc <==
current_design alu

set clk_period 20.1
set clk_io_pct 0.2

create_clock -name clk0 -period $clk_period

set non_clock_inputs [all_inputs -no_clocks]
set_input_delay [expr $clk_period * $clk_io_pct] -clock clk0 $non_clock_inputs
set_output_delay [expr $clk_period * $clk_io_pct] -clock clk0 [all_outputs]
==> flow_metrics.tcl <==
# collected from the flow reports
set metrics [dict create \
    top_library_cells_by_usage_in_the_layout_fill_and_taps_aside "fa_1, inv_1, and2_1, nand2_1, ha_1" \
    global_route_wire_length_before_repair_um 93300 \
    critical_path.most_common_cell "fa_1" \
    synth.yosys.num_cells 2205 \
    tool_warnings 34 \
    post_synth_main_logic_family "adder cells" \
    wl_um 57800 \
    buffers_inserted_by_post_cts_timing_repair 0 \
    cpPeakStageDelay_ns 0.88 \
    via_count_of_the_routed_design 15100 \
    fp.coreArea_um2 61900 \
    timing.final.crit_share_pct 80.6 \
    slew_headroom_pct 38.6 \
    power.switching_mw 3.79 \
    critPathKind "in -> out" \
    holdBufCountCts 0 \
    drc_errors 0 \
    ant_nets 0 \
    worstHoldPathType "in -> out" \
    totalNegativeSetupSlack_ns 0 \
    internal-power_mw 2.90 \
    globalRouteOverflowTotal 0 \
    max_cap_violations 0 \
    final_cell_count_no_fill 3069 \
    crit_path_capture "result_value[31]" \
    maxClockFrequency_ghz 0.0617 \
    total_cell_area_reported_by_yosys_after_synthesis_um2 18900 \
    grt_use_total_pct 19.9 \
    yosys.area_share.aoi_pct 9.75 \
    critical_path.startpoint "reg_a[17]" \
    layout.clock_buffers 0 \
    finalSetupViolations 0 \
    number_of_design_rule_violations_left_by_the_first_detailed_router_iteration 753 \
    grt_antenna_before_repair 2 \
    synth_sequential_area_ratio_pct 0 \
    crit_chain "clkdlybuf4s50_1, and2_1, fa_1, inv_1, fa_1, fa_1, fa_1, inv_1, fa_1, fa_1, fa_1, fa_1, ha_1, nand4_1, or2_2, nor3_1, or4_1, o221ai_1, o21ai_0, o22ai_1, xnor2_1, o221ai_1, clkdlybuf4s50_1" \
    die_h_um 253 \
    run_status "finished, final reports clean" \
    gp_routability_congestion 0.984 \
    ir_worst_vdd_uv 536 \
    post_synth_instance_area_um2 18900 \
    whs_ns 9.22 \
    synthesis.area_per_instance_um2 8.55 \
    timing_max_transition_violations_final 0 \
    mux_cell_area_share_after_synthesis_pct 0.338 \
    layout-drive-gt1-share_pct 3.27 \
    port_buffers 100 \
    power_per_cell_area_nw_per_um2 321 \
    layout-area-overhead-vs-synth_pct 10.5 \
    n_sequential_cell 0 \
    worst_path_max_delay_cell "clkdlybuf4s50_1" \
    synth_simple_gate_area_share_pct 19.3 \
    synthCells 2205 \
    floorplan.core_util_pct 30.5 \
    final_routed_wire_length_divided_by_cell_count_um 18.8 \
    synth_cell_types 63 \
    grt_start_max_net_pins 37 \
    numPlacedInstances 3067 \
    final-hold-violation-count 0 \
    drt-pass1-iter-count 5 \
    cp.arrival_ns 12.19 \
    fin_total_pwr_mw 6.69 \
    die_w_um 253 \
    sequential_cell_area_um2 0 \
    grt_setup_unrepaired "no" \
    num_rows 91 \
    first_global_vias 16500 \
    ys_sh_adder_pct 53.8 \
    die_area_um2 63900 \
    fin_crit_ns 16.21 \
    path_max_fanout 18 \
    filler_cell_count 6314 \
    total_leakage_power_nw 9.94 \
    cp.required_ns 16.08 \
    cts_resized 0 \
    power.share.switching_pct 56.7 \
    detail_route.vias_per_cell 4.92 \
    endpoint_kind "output port" \
    measured_slew_at_the_worst_slew_check_pin_ns 0.922 \
    synthXorXnorAreaFrac_pct 6.36 \
    floorplan.io_pins 100 \
    yosys_warnings 1 \
    hpwl_um 42900 \
    mostFrequentLayoutCell "fa_1" \
    cp-start-kind "input pin" \
]
[synth_stat cells, types with 3 or more instances]
library cell,instances,share of area (%)
and3_1,4,0.13
buf_1,5,0.10
nand3_1,10,0.27
o21a_1,9,0.36
a22oi_1,4,0.16
inv_1,396,7.9
a31oi_1,3,0.10
a21o_1,38,1.5
o221ai_1,6,0.28
nand2b_1,7,0.23
o22ai_1,3,0.10
xnor2_1,90,4.2
or3_1,6,0.20
o311ai_0,3,0.14
or2_2,4,0.13
and2_1,310,10
buf_2,3,0.080
nand2_1,250,5.0
a222oi_1,22,1.2
a211o_1,3,0.14
a21oi_1,63,1.7
a211oi_1,8,0.32
fa_1,409,43
o31ai_1,7,0.28
o21ai_0,62,1.6
ha_1,157,10
nor2b_1,11,0.36
nand4_1,10,0.33
o211ai_1,6,0.24
xor2_1,47,2.2
nor2_1,58,1.2
o31a_1,3,0.14
a2111oi_0,3,0.14
nor3_1,17,0.45
mux2i_1,3,0.16
clkbuf_1,121,2.4
o21bai_1,6,0.24
o41ai_1,3,0.14
mux2_2,3,0.18
[layer usage]
layer | track usage (%) | part of all wire (%) | vias to the layer above
met4 | 4.33 | 2.6 | 2
met1 | 27.0 | 42 | 7435
li1 | - | - | 6842
met3 | 7.34 | 10 | 88
met2 | 31.1 | 46 | 719
met5 | 0.154 | 0.023 | -
[stage by stage]
step | cell area [µm²] | util, % | setup slack (ns)
5_1_grt | 20800 | 33.6 | 3.36
4_1_cts | 20800 | 33.6 | 3.89
3_5_place_dp | 20800 | 33.6 | 3.95
3_3_place_gp | 20800 | 33.6 | 3.97
2_1_floorplan | 18900 | - | 5.61
6_report | 20800 | 33.6 | 3.89
[power by group through the flow]
stage / Sequential [mW] / Combinational, mW / Clock, mW
4_1_cts: 0 / 6.71 / 0
5_1_grt: 0 / 7.56 / 0
[logic make-up (layout without fill, tap and decap cells)]
group,after synthesis,in the layout
compound gates,269,269
other cells,0,2
fa+ha+maj,566,566
mux,6,6
xor+xnor,137,137
simple gates,702,702
buf+inv,525,550
[critical path: cells and delay by family]
family	cells	cell delay, ns
buf+inv	4	1.51
simple gates	5	1.31
fa+ha+maj	9	4.39
compound gates	4	0.79
xor+xnor	1	0.19
[worst min path at each step]
stage                 endpoint  cells after the start  startpoint
global route  result_value[31]                      4   reg_b[31]
CTS           result_value[31]                      4   reg_b[31]
finish        result_value[31]                      4   reg_b[31]
[layout make-up]
class	count	area (µm²)	area share, %
diodes	2	5.00	0.0240
inverters	396	1490	7.13
multi-input cells	1680	16900	81.1
well taps	837	1050	5.03
repair buffers	154	1410	6.75
